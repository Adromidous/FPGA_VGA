--- ./config.mk ---
export PLATFORM = sky130hd
export DESIGN_NAME = VerticalCounter
export DESIGN_NICKNAME = VerticalCounter
export VERILOG_FILES = /design/flow/design.v
export SDC_FILE = /design/flow/constraint.sdc
export NUM_CORES = 4
export LEC_CHECK = 1
export CORE_AREA = 10 10 70 70
export DIE_AREA = 0 0 80 80
--- ./constraint.sdc ---
current_design VerticalCounter

set clk_period 1.7
set clk_io_pct 0.2

create_clock -name clk0 -period $clk_period [get_ports {clk}]

set non_clock_inputs [all_inputs -no_clocks]
set_input_delay [expr $clk_period * $clk_io_pct] -clock clk0 $non_clock_inputs
set_output_delay [expr $clk_period * $clk_io_pct] -clock clk0 [all_outputs]
--- ./design.v ---
module VerticalCounter(
    input clk,
    input en_v_counter,
    output [15:0] v_counter
    );
    localparam FRONT_PORCH = 10;
    localparam BACK_PORCH = 33;
    localparam SYNC_PULSE = 2;
    localparam VISIBLE = 480;
    reg [$clog2(FRONT_PORCH + BACK_PORCH + SYNC_PULSE + VISIBLE)-1:0] vert_counter;
    always_ff @(posedge clk) begin
        if (en_v_counter) begin
            if (vert_counter < 524) begin
                vert_counter <= vert_counter + 1'b1;
            end else begin
                vert_counter <= {$clog2(FRONT_PORCH + BACK_PORCH + SYNC_PULSE + VISIBLE){1'b0}};
            end
        end
    end
    assign v_counter = vert_counter;
endmodule
--- ./run.sh ---
#!/bin/bash
# OpenROAD 26Q1-2900-gdf79404cd8, Yosys 0.63+post, stock flow scripts
make -C /OpenROAD-flow-scripts/flow DESIGN_CONFIG=/design/flow/config.mk WORK_HOME=/design/flow/orfs finish
==> results.sh <==
# yosys + openroad results
export IMPL_post_cts_resized=0
export IMPL_ys_chip_area_um2=556
export IMPL_async_reset_ff_share_pct=0
export IMPL_cts_setup_buffers=0
export IMPL_drive_above_1_share_pct=7.81
export IMPL_cts_buffer_depth=2
export IMPL_wl_met3_um=140
export IMPL_top_layer="met3"
export IMPL_path_buffers=1
export IMPL_top_register="vert_counter"
export IMPL_dr_pass1_iters=4
export IMPL_synth_edff_count=10
export IMPL_flop_cell="edfxtp_1"
export IMPL_first_iter_violations=27
export IMPL_path_max_fanout=6
export IMPL_clk_pin_slew_ns=0.06
export IMPL_mostFrequentLayoutCells="11 x clkdlybuf4s50_1, 10 x edfxtp_1, 6 x conb_1"
export IMPL_synth_cell_types=20
export IMPL_die_x_um=80
export IMPL_top_regs="vert_counter x10"
export IMPL_grt_pass1_vias=415
export IMPL_place_gp_congestion=0.778
export IMPL_timing_fmax_mhz=636
export IMPL_ant_nets=0
export IMPL_worstPathArrival_ns=1.23
export IMPL_wl_met1_um=562
export IMPL_synthCells=51
export IMPL_period_minus_slack_ns=1.57
export IMPL_grtUsageTotal_pct=3.71
export IMPL_synth_area_per_cell_um2=10.9
export IMPL_fin_util_pct=21.1
export IMPL_io_buffers=11
export IMPL_grt_pass1_wl_um=1890
export IMPL_tns_ns=0
export IMPL_cts_tree="done"
export IMPL_status="completed"
export IMPL_ys_seq_share_pct=54.1
export IMPL_rows=21
export IMPL_n_antenna_cell=0
export IMPL_cts_root_buffer_cell="clkbuf_4"
export IMPL_pin_count=18
export IMPL_antenna_found_initial=0
export IMPL_final_common_cell="clkdlybuf4s50_1"
export IMPL_routed_wl_met2_um=487
export IMPL_num_vias=416
export IMPL_cpMaxStageDelayCell="clkdlybuf4s50_1"
export IMPL_wl_um=1190
export IMPL_htree_levels=1
export IMPL_area_growth_pct=29.5
export IMPL_cap_violations=0
export IMPL_die_area_mm2=0.00640
export IMPL_hold_violations=0
export IMPL_wl_per_cell_um=10.8
export IMPL_cts_sinks=10
export IMPL_fin_crit_sh_pct=92.5
export IMPL_leakagePower_nw=0.237
export IMPL_tool_warnings=25
export IMPL_cpPeakStageDelay_ns=0.51
export IMPL_yosysWarningCount=1
export IMPL_vias_per_cell=3.78
export IMPL_ys_cells=51
export IMPL_worstPathCellList="clkdlybuf4s50_1"
export IMPL_crit_required_ns=1.36
export IMPL_ir_drop_mv=0.488
export IMPL_ys_flops=10
export IMPL_core_area_mm2=0.00342
export IMPL_grt_max_degree=11
export IMPL_p_per_area_mw_per_mm2=766
export IMPL_overflow=0
export IMPL_rsz0062_at_grt="no"
export IMPL_fin_worst_skew_ns=0.00246
export IMPL_hpwl_um=918
export IMPL_hold_buffers=0
export IMPL_start_kind="flip-flop"
export IMPL_crit_type="reg -> out"
export IMPL_clkLatencyLatePin_ns=0.26
export IMPL_drc=0
export IMPL_slew_viol_final=0
export IMPL_die_h_um=80
export IMPL_fp_util_pct=16.3
export IMPL_cp_end_kind="output pin"
export IMPL_setup_viol=0
export IMPL_largest_register_ffs=10
export IMPL_synth_cell_area_um2=556
export IMPL_critical_path_top_delay_family="buffers and inverters"
export IMPL_cts_buffers=3
export IMPL_hp_class="reg -> reg"
layer usage:
metal / global-route usage, % / vias up
met1: 4.98 / 182
met2: 5.06 / 28
met4: 0.352 / 0
met5: 0 / -
met3: 2.39 / 0
li1: - / 206
final cells by class:
type / count / area, µm²
well taps: 46 / 57.6
multi-input cells: 38 / 221
repair buffers: 11 / 110
fillers: 379 / 2700
clock buffers: 3 / 22.5
flip-flops and latches: 10 / 300
inverters: 2 / 7.51
worst paths after layout:
check                          to  slack (ns)            start  cells past startpoint
setup / recovery     v_counter[2]        0.13  vert_counter[2]                      1
hold / removal    vert_counter[5]        0.62  vert_counter[9]                      1
setup reg to reg  vert_counter[6]        0.24  vert_counter[0]                      4
hold reg to reg   vert_counter[5]        0.62  vert_counter[9]                      1
per-stage QoR:
stage	std cells	hold WS (ns)	area, µm²	setup slack (ns)	power [mW]
after floorplan	56	0.452	574	0.411	0.360
after global placement	107	0.609	697	0.268	0.403
after detailed placement	107	0.616	697	0.251	0.405
after CTS	110	0.629	719	0.108	0.557
after global routing	110	0.650	719	0.0623	0.578
final	110	0.621	719	0.127	0.551
synthesized netlist by cell type (2+ instances only):
cell type	n	area (µm²)
nand4_1	2	12.5
o21ai_0	4	20.0
nor2_1	4	15.0
a21oi_1	4	20.0
edfxtp_1	10	300
buf_4	6	45.0
inv_1	2	7.51
nand3_1	3	15.0
or3_1	4	25.0
xnor2_1	2	17.5
report_power, final:
group / switching, mW / internal [mW] / total [mW]
Clock: 0.0715 / 0.0813 / 0.153
Sequential: 0.0243 / 0.296 / 0.320
Combinational: 0.0305 / 0.0474 / 0.0779
cells by family (layout without fill, tap and decap cells):
kind of cell	count (synthesis)	count (layout)	synth area share [%]
AOI/OAI and AO/OA	11	11	12.2
xor gates and xnor gates	3	3	4.73
adders and majority gates	1	1	2.25
buffers and inverters	8	16	9.46
DFF	10	10	54.1
other	1	6	0.675
and+or+nand+nor	17	17	16.7
Power is estimated from default activity; no workload was simulated.
