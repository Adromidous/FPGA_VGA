===== flow/design.v =====
module HorizontalCounter(
    input clk,
    output reg en_v_counter,
    output [15:0] h_counter
    );
    localparam FRONT_PORCH = 16;
    localparam BACK_PORCH = 48;
    localparam SYNC_PULSE = 96;
    localparam VISIBLE = 640;
    reg [$clog2(FRONT_PORCH + BACK_PORCH + SYNC_PULSE + VISIBLE)-1:0] horz_counter;
    always_ff @(posedge clk) begin
        if (horz_counter < 799) begin
            horz_counter <= horz_counter + 1'b1;
            en_v_counter <= 1'b0;
        end else begin
            horz_counter <= {$clog2(FRONT_PORCH + BACK_PORCH + SYNC_PULSE + VISIBLE){1'b0}};
            en_v_counter <= 1'b1;
        end
    end
    assign h_counter = horz_counter;
endmodule

===== flow/run.sh =====
#!/bin/bash
# OpenROAD 26Q1-2900-gdf79404cd8, Yosys 0.63+post, stock flow scripts
make -C /OpenROAD-flow-scripts/flow DESIGN_CONFIG=/design/flow/config.mk WORK_HOME=/design/flow/orfs finish

===== flow/config.mk =====
export PLATFORM = sky130hd
export DESIGN_NAME = HorizontalCounter
export DESIGN_NICKNAME = HorizontalCounter
export VERILOG_FILES = /design/flow/design.v
export SDC_FILE = /design/flow/constraint.sdc
export NUM_CORES = 4
export LEC_CHECK = 1
export CORE_AREA = 10 10 72 72
export DIE_AREA = 0 0 82 82

===== flow/constraint.sdc =====
current_design HorizontalCounter

set clk_period 2.8
set clk_io_pct 0.2

create_clock -name clk0 -period $clk_period [get_ports {clk}]

set non_clock_inputs [all_inputs -no_clocks]
set_input_delay [expr $clk_period * $clk_io_pct] -clock clk0 $non_clock_inputs
set_output_delay [expr $clk_period * $clk_io_pct] -clock clk0 [all_outputs]

==> reports/qor.txt <==
Drt pass-1 iters -> 4
Vias per cell -> 3.695
Power Density -> 448.4 mW/mm2
PostCTS Resize Cnt -> 0
Max Freq -> 566.7 MHz
Final hold vios -> 0
Setup WS pre-CTS -> 1.175 ns
Register share after synthesis -> 44.00%
Largest net degree at the start of global routing -> 9
N_diodes -> 0
Die height -> 82 um
Hold-fix buffers at CTS -> 0
Core box area -> 0.003689 mm2
Synthesis area per yosys -> 500.5 um2
Initial antenna violation count -> 0
Post-Syn Instances -> 56
Max Clock Skew -> 0.001157 ns
Filler cell count -> 422
FP Rows -> 22
Max incr delay on CP -> 0.53 ns
Unique cell type count in the Yosys netlist -> 22
Worst path top cell family by delay -> buffers and inverters
Number of placed cells counting well taps -> 114
Die width -> 82 um
Clock net sink count -> 11
Top logic family -> simple AND/OR/NAND/NOR gates
Placed Instance Area -> 644.4 um2
Ys Warns -> 1
Fa+ha+maj area frac -> 2.500%
Clock-pin slew on the worst setup and hold paths -> 0.05 ns
DR vias -> 436
Clk latency late pin -> 0.23 ns
Total die area -> 0.006724 mm2
Boundary pin count -> 18
Cell Count, Final, Fillers Out -> 118
Kind of critical path -> reg2out
Hold Crit Class -> reg2reg
Basic Gates by Area -> 21.25%
CP max-delay cell -> clkdlybuf4s50_1
Period Utilization, post-route -> 63.02%
Pins over their slew limit -> 0
Initial detailed-routing violation count -> 36
First-pass GRT wire length -> 1.863 mm
Routability Congestion -> 0.8257
Type of element launching the critical path -> flop
Unrepaired setup endpoints after global routing -> false
Area Growth Syn to Fin -> 37.75%
Clock buffer depth -> 2
CP Max Fanout -> 8
Crit end category -> primary output
# Cells Yosys -> 56
Worst EP arrival -> 1.20 ns
Yosys xor share -> 5.250%
Residual DRC -> 0
Leakage power -> 0.2294 nW
Tot GR Track Use -> 3.509%
Peak VDD IR -> 0.1085 mV
Num CTS Buffers -> 3
Mux share -> 0%
Gate Area -> 242.7 um2
Max-cap viol count -> 0
Mapped Avg Cell Area -> 8.937 um2
Design area -> 689.4 um2
Reg area -> 220.2 um2
DRT Wirelength -> 1.155 mm
Setup ws final -> 1.035 ns
Most frequent logic cells in the routed design -> dfxtp_1 (11), clkdlybuf4s50_1 (11), nand2_1 (7)
DRT antenna net count -> 0
Synthesized area -> 500.5 um2
Seq cells post-synth -> 11
CTS tree -> done
Reg-to-reg setup timing slack -> 1.17 ns
Clock Tree Root -> clkbuf_8
Total power -> 0.3091 mW
Share of cells above drive strength 1 -> 5.714%
AO/OA Area Share -> 15.00%
Initial Utilization -> 13.57%
Number of I/O port buffers -> 11
Final setup fails -> 0
Setup Buffers After CTS -> 0
WL per Instance -> 9.788 um
Final min period -> 1.765 ns
Overflow after GRT -> 0
Vias in the first global route -> 413
DP HPWL -> 914 um
CP cell instances -> clkdlybuf4s50_1
WP data required -> 2.24 ns
Log Warnings -> 25
Critical path buffers and inverters -> 1
# H-tree levels -> 1
Setup TNS -> 0 ns
Outcome -> completed
logic make-up after synthesis:
family                   count (synthesis)
AND-OR/OR-AND                           10
XOR/XNOR                                 3
adder cells (fa/ha/maj)                  1
buffers and inverters                    9
flip-flops                              11
other                                    1
AND/OR/NAND/NOR                         21
final cells by class:
type | instances | area share (%)
multi-input combinational | 41 | 35.21
sequential | 11 | 31.94
timing repair buffer | 11 | 15.97
tap | 48 | 8.711
clock buffer | 4 | 6.534
inverter | 3 | 1.633
through the flow:
step           utilization, %  hold WS [ns]
2_1_floorplan               -        0.4297
3_3_place_gp            17.47        0.4600
3_5_place_dp            17.47        0.4696
4_1_cts                 18.69        0.4801
5_1_grt                 18.69        0.5050
6_report                18.69        0.4787
cells in the mapped netlist:
| master | count | area share (%) |
|---|---|---|
| inv_1 | 3 | 2.2 |
| a21oi_1 | 1 | 1.0 |
| or4_1 | 2 | 3.0 |
| o41ai_1 | 1 | 1.8 |
| o311ai_0 | 2 | 3.5 |
| nand4_1 | 2 | 2.5 |
| nand2_1 | 7 | 5.3 |
| nor2b_1 | 1 | 1.3 |
| o211ai_1 | 1 | 1.5 |
| xnor2_1 | 1 | 1.8 |
| dfxtp_1 | 11 | 44 |
| buf_4 | 6 | 9.0 |
| o21ba_2 | 1 | 2.0 |
| o21a_1 | 1 | 1.5 |
| nand3_1 | 4 | 4.0 |
| or4b_1 | 1 | 2.0 |
| nor2_1 | 3 | 2.2 |
| xor2_1 | 2 | 3.5 |
| a31oi_1 | 3 | 3.8 |
| ha_1 | 1 | 2.5 |
| conb_1 | 1 | 0.75 |
| nor3_1 | 1 | 1.0 |
final timing paths:
path	end	cells past startpoint	start
max reg2reg	horz_counter[5]$_SDFF_PP0_	4	horz_counter[0]$_SDFF_PP0_
max	h_counter[8]	1	horz_counter[8]$_SDFF_PP0_
min	horz_counter[0]$_SDFF_PP0_	1	horz_counter[0]$_SDFF_PP0_
min reg2reg	horz_counter[0]$_SDFF_PP0_	1	horz_counter[0]$_SDFF_PP0_
state kept, by name (all words and copies together) (netlist names):
signal / flops
en_v_counter: 1
horz_counter: 10
routing by layer:
metal	up-vias	global-route usage [%]	wire, um
met5	-	0	0
met4	0	0.3401	0
met3	0	1.982	128
met2	21	5.329	538
met1	199	4.422	488
li1	216	-	-
report_power, final:
part	switching [mW]	internal, mW
Combinational	0.000427	0
Sequential	0	0.157
Clock	0.0523	0.0993
Power and IR drop assume default switching activity.
